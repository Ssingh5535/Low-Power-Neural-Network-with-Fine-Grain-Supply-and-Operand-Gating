==> ./config.mk <==
export PLATFORM = sky130hd
export DESIGN_NAME = fully_connected
export DESIGN_NICKNAME = fully_connected
export VERILOG_FILES = /design/flow/design.v
export SDC_FILE = /design/flow/constraint.sdc
export NUM_CORES = 4
export LEC_CHECK = 1
export CORE_AREA = 10 10 86 86
export DIE_AREA = 0 0 96 96
export SYNTH_HDL_FRONTEND = slang
export SYNTH_MEMORY_MAX_BITS = 65536
==> ./constraint.sdc <==
current_design fully_connected

set clk_period 4.4
set clk_io_pct 0.2

create_clock -name clk0 -period $clk_period [get_ports {clk}]

set non_clock_inputs [all_inputs -no_clocks]
set_input_delay [expr $clk_period * $clk_io_pct] -clock clk0 $non_clock_inputs
set_output_delay [expr $clk_period * $clk_io_pct] -clock clk0 [all_outputs]
==> ./design.v <==
 module fully_connected #(parameter INPUT_NUM = 48, OUTPUT_NUM = 10, DATA_BITS = 8) (
   input clk,
   input rst_n,
   input valid_in,
   input signed [11:0] data_in_1, data_in_2, data_in_3,
   output reg [11:0] data_out,
   output reg valid_out_fc
 );
 localparam INPUT_WIDTH = 16;
 localparam INPUT_NUM_DATA_BITS = 5;
 reg state;
 reg [INPUT_WIDTH - 1:0] buf_idx;
 reg [3:0] out_idx;
 reg signed [13:0] buffer [0:INPUT_NUM - 1];
 reg signed [DATA_BITS - 1:0] weight [0:INPUT_NUM * OUTPUT_NUM - 1];
 reg signed [DATA_BITS - 1:0] bias [0:OUTPUT_NUM - 1];
 wire signed [19:0] calc_out;
 wire signed [13:0] data1, data2, data3;
 initial begin
   $readmemh("C:/Users/deept/Downloads/CNN-Implementation-in-Verilog-master/CNN-Implementation-in-Verilog-master/pyTorch/mnist_cnn/fc_weight.txt", weight);
   $readmemh("C:/Users/deept/Downloads/CNN-Implementation-in-Verilog-master/CNN-Implementation-in-Verilog-master/pyTorch/mnist_cnn/fc_bias.txt", bias);
 end
 assign data1 = (data_in_1[11] == 1) ? {2'b11, data_in_1} : {2'b00, data_in_1};
 assign data2 = (data_in_2[11] == 1) ? {2'b11, data_in_2} : {2'b00, data_in_2};
 assign data3 = (data_in_3[11] == 1) ? {2'b11, data_in_3} : {2'b00, data_in_3};
 always @(posedge clk) begin
   if(~rst_n) begin
     valid_out_fc <= 0;
     buf_idx <= 0;
     out_idx <= 0;
     state <= 0;
   end
   if(valid_out_fc == 1) begin
     valid_out_fc <= 0;
   end
   if(valid_in == 1) begin
     if(!state) begin
       buffer[buf_idx] <= data1;
       buffer[INPUT_WIDTH + buf_idx] <= data2;
       buffer[INPUT_WIDTH * 2 + buf_idx] <= data3;
       buf_idx <= buf_idx + 1'b1;
       if(buf_idx == INPUT_WIDTH - 1) begin
         buf_idx <= 0;
         state <= 1;
         valid_out_fc <= 1;
       end
     end else begin  
       out_idx <= out_idx + 1'b1;
       if(out_idx == OUTPUT_NUM - 1) begin
         out_idx <= 0;
       end
       valid_out_fc <= 1;
     end
   end
 end
 assign calc_out = weight[out_idx * INPUT_NUM] * buffer[0] + weight[out_idx * INPUT_NUM + 1] * buffer[1] + 
		  		weight[out_idx * INPUT_NUM + 2] * buffer[2] + weight[out_idx * INPUT_NUM + 3] * buffer[3] + 
  				weight[out_idx * INPUT_NUM + 4] * buffer[4] + weight[out_idx * INPUT_NUM + 5] * buffer[5] + 
	  			weight[out_idx * INPUT_NUM + 6] * buffer[6] + weight[out_idx * INPUT_NUM + 7] * buffer[7] + 
		  		weight[out_idx * INPUT_NUM + 8] * buffer[8] + weight[out_idx * INPUT_NUM + 9] * buffer[9] + 
  				weight[out_idx * INPUT_NUM + 10] * buffer[10] + weight[out_idx * INPUT_NUM + 11] * buffer[11] + 
  				weight[out_idx * INPUT_NUM + 12] * buffer[12] + weight[out_idx * INPUT_NUM + 13] * buffer[13] + 
	  			weight[out_idx * INPUT_NUM + 14] * buffer[14] + weight[out_idx * INPUT_NUM + 15] * buffer[15] + 
  				weight[out_idx * INPUT_NUM + 16] * buffer[16] + weight[out_idx * INPUT_NUM + 17] * buffer[17] + 
  				weight[out_idx * INPUT_NUM + 18] * buffer[18] + weight[out_idx * INPUT_NUM + 19] * buffer[19] + 
  				weight[out_idx * INPUT_NUM + 20] * buffer[20] + weight[out_idx * INPUT_NUM + 21] * buffer[21] + 
  				weight[out_idx * INPUT_NUM + 22] * buffer[22] + weight[out_idx * INPUT_NUM + 23] * buffer[23] + 
  				weight[out_idx * INPUT_NUM + 24] * buffer[24] + weight[out_idx * INPUT_NUM + 25] * buffer[25] + 
  				weight[out_idx * INPUT_NUM + 26] * buffer[26] + weight[out_idx * INPUT_NUM + 27] * buffer[27] + 
  				weight[out_idx * INPUT_NUM + 28] * buffer[28] + weight[out_idx * INPUT_NUM + 29] * buffer[29] + 
  				weight[out_idx * INPUT_NUM + 30] * buffer[30] + weight[out_idx * INPUT_NUM + 31] * buffer[31] + 
  				weight[out_idx * INPUT_NUM + 32] * buffer[32] + weight[out_idx * INPUT_NUM + 33] * buffer[33] + 
  				weight[out_idx * INPUT_NUM + 34] * buffer[34] + weight[out_idx * INPUT_NUM + 35] * buffer[35] + 
  				weight[out_idx * INPUT_NUM + 36] * buffer[36] + weight[out_idx * INPUT_NUM + 37] * buffer[37] + 
  				weight[out_idx * INPUT_NUM + 38] * buffer[38] + weight[out_idx * INPUT_NUM + 39] * buffer[39] + 
	  			weight[out_idx * INPUT_NUM + 40] * buffer[40] + weight[out_idx * INPUT_NUM + 41] * buffer[41] + 
	  			weight[out_idx * INPUT_NUM + 42] * buffer[42] + weight[out_idx * INPUT_NUM + 43] * buffer[43] + 
	  			weight[out_idx * INPUT_NUM + 44] * buffer[44] + weight[out_idx * INPUT_NUM + 45] * buffer[45] + 
  				weight[out_idx * INPUT_NUM + 46] * buffer[46] + weight[out_idx * INPUT_NUM + 47] * buffer[47] + 
  				bias[out_idx];
 assign data_out = calc_out[18:7];
 endmodule
==> ./run.sh <==
#!/bin/bash
# OpenROAD 26Q1-2900-gdf79404cd8, Yosys 0.63+post, stock flow scripts
make -C /OpenROAD-flow-scripts/flow DESIGN_CONFIG=/design/flow/config.mk WORK_HOME=/design/flow/orfs finish
==> out/qor.log <==
[run_status] run status finished, final reports clean
[route] post-DR wirelength/cell 11.4 um
[clock_network] Post-CTS Setup Repair Bufs 0
[floorplanning] die height 96 um
[grt] global routing usage on met2 7.46%
[grt] met1 GRT Util 6.71%
[setup_path] worst-path maximum fanout 25
[synth] synthesis warning total 0
[sta] Setup TNS 0 ns
[layout] fraction of final layout cells with drive strength greater than 1 7.32%
[route] initial DRC count 45
[route] Antenna Violating Nets Remaining 0
[sta] clock period minus worst slack 2.05 ns
[synth] area share of the leading cell type in the synthesized netlist 32.9%
[synth] xor+xnor area frac 0.799%
[synth] proportion of synthesized chip area in sequential cells 32.9%
[synth] Area contributors post-synth sky130_fd_sc_hd__dfxtp_1, sky130_fd_sc_hd__buf_4, sky130_fd_sc_hd__a31oi_1
[pwr] worst supply voltage drop on vdd 0.000107 V
[placement] placed instance count 191
[route] DRC errors left 0
[floorplanning] count of standard-cell rows 27
[placement] placed cell area 1130 sq um
[layout] dominant logic cell type in the layout sky130_fd_sc_hd__dfxtp_1
[synth] area fraction in and, or, nand and nor cells 30.8%
[route] final routed wirelength across all metal layers 2230 um
[placement] number of buffers added on ports 3
[synth] cell count in the Yosys report 123
[grt] global route total overflow 0
[synth] number of register bits inferred by synthesis 18
[sta] RSZ-0062 raised after global routing false
[synth] adder and majority cell fraction of the synthesized area 1.14%
[route] Via Count 873
[grt] most congested layer reported by global routing met2
[pwr] leakage power of the design 0.421 nW
[synth] comb area leader simple AND/OR/NAND/NOR gates
[sta] Slew Viols, Final 0
[setup_path] critical setup path kind in2reg
[placement] worst slack after detailed placement 2.12 ns
[sta] Max Fclk 488 MHz
[hold_path] worst hold path stage count 2
[grt] global-route wire length before repair 3750 um
[clock_network] source-to-sink clock delay at the later pin of the worst-skew pair 0.25 ns
[layout] layout overhead on the synthesized area 7.88%
[layout] commonest cells after routing, fill and taps aside sky130_fd_sc_hd__dfxtp_1, sky130_fd_sc_hd__a31oi_1, sky130_fd_sc_hd__conb_1
[layout] count of fill cells added during filler insertion 628
[clock_network] # H-tree levels 1
[synth] per-instance average area after synthesis 8.91 sq um
[grt] number of antenna violations at the first check in global routing 0
[synth] MUX area fraction 1.83%
[layout] summed area of non-filler cells in the final layout 1180 sq um
[floorplanning] I/O pin cnt 52
[synth] share of flip-flops with an asynchronous set or reset 0%
[grt] vias in the first global route 797
[grt] combined global-route utilization of all metal layers 4.89%
[clock_network] number of buffers added by the clock tree synthesis step 3
[route] count of TritonRoute iterations in the first routing pass 4
[synth] Chip Area, Yosys 1100 sq um
[synth] Synth cell types 32
[placement] hpwl dp 1510 um
[clock_network] clock tree sinks 18
[sta] fin crit share 46.6%
[synth] most area-hungry cell type in the Yosys netlist sky130_fd_sc_hd__dfxtp_1
[floorplanning] die width 96 um
[flow_run] total number of warnings across the stage logs 61
[hold_path] min-delay worst type reg2reg
[synth] Commonest flop sky130_fd_sc_hd__dfxtp_1
[pwr] power density over cell area 299 nW/um^2
[setup_path] critical path startpoint category primary input
[setup_path] required time at the worst-slack endpoint 4.56 ns
[clock_network] Reg clk slew, reported paths 0.07 ns
[pwr] Overall Power 0.353 mW
[sta] final worst clock skew 0.00239 ns
[setup_path] Reg2Reg Depth 5
[setup_path] capturing element type of the critical path flop
[clock_network] root buf cell sky130_fd_sc_hd__clkbuf_8
[synth] Complex Gates by Area 18.6%
[layout] Comb gate area 628 sq um
[floorplanning] area of the placeable core 5540 sq um
[clock_network] Post-CTS Hold Fix Bufs 0
[grt] largest net degree at the start of global routing 27
[layout] final cell count without fillers 195
[flow_run] Max Cap Viol 0
[synth] synthesized netlist cell count 123
[clock_network] number of gates given a new drive strength after cts 0
[floorplanning] Starting Density 19.8%
[clock_network] clock tree from TritonCTS done
[floorplanning] die area 9220 sq um
[layout] area taken by flip-flops and latches 360 sq um
[sta] Final setup viols 0
[clock_network] worst-case clock buffer depth 2
[sta] worst setup slack after layout 2.35 ns
[synth] post-synth design cell area 1100 sq um
[setup_path] arrival time at the worst endpoint 2.21 ns
[grt] Global Route met3 Usage 1.73%
[route] per-cell via count in the routed design 4.48
[placement] Placer Congestion 0.813
[route] number of antenna cells inserted 0
[synth] count of flip-flops with a built-in enable after synthesis 0
[sta] count of final hold-check violations 0
==> stage by stage <==
step                hold slack, ns  utilization, %
floorplan                    0.446               -
global placement             0.459            20.3
detailed placement           0.465            20.3
CTS                          0.475            21.3
global route                 0.521            21.3
finish                       0.473            21.3
==> path summary, 6_finish.rpt <==
path | start | to | slack, ns
hold / removal | state | state | 0.47
setup / recovery | valid_in | buf_idx[8] | 2.35
hold reg to reg | state | state | 0.47
setup reg to reg | buf_idx[0] | buf_idx[5] | 2.53
==> layer usage <==
layer	part of all wire (%)	routed length [um]
met1	51	1130
met2	43	959
met3	5.3	119
met4	0.72	16
met5	0	0
==> synth_stat cells, drive strengths merged (5+ instances only) <==
master,instances
a31oi,14
and2,5
and3,6
buf,17
dfxtp,18
nand2,10
nand3,5
nand4,9
o21ai,5
==> flip-flops by register name (all words and copies together), names as in the netlist <==
| name | count |
|---|---|
| buf_idx | 16 |
| state | 1 |
| valid_out_fc | 1 |
==> power by group <==
part	total, mW	internal (mW)	switching [mW]
Combinational	0.0349	0.0152	0.0196
Clock	0.137	0.0795	0.0575
Sequential	0.181	0.172	0.00953
==> logic make-up after synthesis <==
| family | Yosys count |
|---|---|
| other | 1 |
| and+or+nand+nor | 48 |
| AOI/OAI and AO/OA | 30 |
| xor gates and xnor gates | 1 |
| DFF | 18 |
| buffers and inverters | 22 |
| muxes | 2 |
| adders and majority gates | 1 |
==> area by class of cell <==
class	instances	share of cell area [%]
clock buffers	4	4.66
inverters	3	0.952
multi-input cells	94	53.1
flip-flops and latches	18	30.5
well taps	72	7.62
repair buffers	4	3.17
==> worst max-delay path, stage by stage <==
cell and delay, ns:
sky130_fd_sc_hd__clkdlybuf4s50_1 0.49, sky130_fd_sc_hd__nor2b_1 0.13, sky130_fd_sc_hd__buf_4 0.27, sky130_fd_sc_hd__nand4_1 0.16, sky130_fd_sc_hd__o311ai_1 0.26
Power is estimated from default activity; no workload was simulated.
